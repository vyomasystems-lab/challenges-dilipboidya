==> flow/design.v <==
module mux(sel,inp0, inp1, inp2, inp3, inp4, inp5, inp6, inp7, inp8, 
           inp9, inp10, inp11, inp12, inp13, inp14, inp15, inp16, inp17,
           inp18, inp19, inp20, inp21, inp22, inp23, inp24, inp25, inp26,
           inp27, inp28, inp29, inp30, out);
  input [4:0] sel;
  input [1:0] inp0, inp1, inp2, inp3, inp4, inp5, inp6,
            inp7, inp8, inp9, inp10, inp11, inp12, inp13, 
            inp14, inp15, inp16, inp17, inp18, inp19, inp20,
            inp21, inp22, inp23, inp24, inp25, inp26,
            inp27, inp28, inp29, inp30;
  output [1:0] out;
  reg [1:0] out;
  always @(sel or inp0  or inp1 or  inp2 or inp3 or inp4 or inp5 or inp6 or
            inp7 or inp8 or inp9 or inp10 or inp11 or inp12 or inp13 or 
            inp14 or inp15 or inp16 or inp17 or inp18 or inp19 or inp20 or
            inp21 or inp22 or inp23 or inp24 or inp25 or inp26 or inp27 or 
            inp28 or inp29 or inp30 )
  begin
    case(sel)
      5'b00000: out = inp0;  
      5'b00001: out = inp1;  
      5'b00010: out = inp2;  
      5'b00011: out = inp3;  
      5'b00100: out = inp4;  
      5'b00101: out = inp5;  
      5'b00110: out = inp6;  
      5'b00111: out = inp7;  
      5'b01000: out = inp8;  
      5'b01001: out = inp9;  
      5'b01010: out = inp10;
      5'b01011: out = inp11;
      5'b01101: out = inp12;
      5'b01101: out = inp13;
      5'b01110: out = inp14;
      5'b01111: out = inp15;
      5'b10000: out = inp16;
      5'b10001: out = inp17;
      5'b10010: out = inp18;
      5'b10011: out = inp19;
      5'b10100: out = inp20;
      5'b10101: out = inp21;
      5'b10110: out = inp22;
      5'b10111: out = inp23;
      5'b11000: out = inp24;
      5'b11001: out = inp25;
      5'b11010: out = inp26;
      5'b11011: out = inp27;
      5'b11100: out = inp28;
      5'b11101: out = inp29;
      5'b11111: out = inp30;
      default: out = 0;
    endcase
  end
endmodule 
==> flow/run.sh <==
#!/bin/bash
# OpenROAD 26Q1-2900-gdf79404cd8, Yosys 0.63+post, stock flow scripts
make -C /OpenROAD-flow-scripts/flow DESIGN_CONFIG=/design/flow/config.mk WORK_HOME=/design/flow/orfs finish
==> flow/config.mk <==
export PLATFORM = sky130hd
export DESIGN_NAME = mux
export DESIGN_NICKNAME = mux
export VERILOG_FILES = /design/flow/design.v
export SDC_FILE = /design/flow/constraint.sdc
export NUM_CORES = 4
export LEC_CHECK = 1
export CORE_AREA = 10 10 70 70
export DIE_AREA = 0 0 80 80
==> flow/constraint.sdc <==
current_design mux

set clk_period 3.1
set clk_io_pct 0.2

create_clock -name clk0 -period $clk_period

set non_clock_inputs [all_inputs -no_clocks]
set_input_delay [expr $clk_period * $clk_io_pct] -clock clk0 $non_clock_inputs
set_output_delay [expr $clk_period * $clk_io_pct] -clock clk0 [all_outputs]
==> flow.log <==
[metrics] run summary
[metrics] Cell Count Post-Placement: 235
[metrics] starting density of the core: 0.2136
[metrics] count of max-cap constraint violations: 0
[metrics] count of input and output buffers: 67
[metrics] mean instance size in the synthesized netlist: about 6.5 sq um
[metrics] Pins Over Slew Limit: 0
[metrics] maximum fanout count along the critical path: 1
[metrics] Post-synth seq share: 0
[metrics] chip area line of the yosys report: 729.4 sq um
[metrics] drt drc: 0
[metrics] setup_tns: 0 ns
[metrics] Net Switching: 67.11 uW
[metrics] summed instance area of the synthesized netlist: 729.5 sq um
[metrics] worst hold-check path type: in2out
[metrics] switch share: 0.3357
[metrics] Comb power frac: 1.000
[metrics] tightest slew margin relative to the limit: 0.8404
[metrics] internal power: 132.8 uW
[metrics] number of warnings printed during yosys synthesis: 1
[metrics] maximum VDD drop: 0.00004463 V
[metrics] area taken by flip-flops and latches: 0 sq um
[metrics] flip-flop and latch count: 0
[metrics] transition at the pin with the smallest max-transition slack: approximately 0.24 ns
[metrics] Worst Setup Slack post-DPL: -0.4821 ns
[metrics] Final Worst Setup Slack: approximately 0.11 ns
[metrics] Worst Path Class, Setup: in2out
[metrics] count of TritonRoute iterations in the first routing pass: 4
[metrics] Die Wd: ~80 um
[metrics] CP required: between 2 and 2.5 ns
[metrics] most instantiated logic cells after routing: sky130_fd_sc_hd__clkdlybuf4s50_1 (60), sky130_fd_sc_hd__buf_4 (20), sky130_fd_sc_hd__nor2_1 (11), sky130_fd_sc_hd__nand2_1 (11), sky130_fd_sc_hd__a31oi_1 (8)
[metrics] Post-Route Hold Slack: a little under 2 ns
[metrics] core utilization of the finished layout: 0.4769
[metrics] number of clock buffers in the layout: 0
[metrics] routability congestion estimate: ~0.88
[metrics] share of the clock period used by the worst path: 0.9656
[metrics] Antenna Violating Nets Remaining: 0
[metrics] minimum clock period after layout: between 2 and 3 ns
[metrics] total of hold buffers inserted after clock tree synthesis: 0
[metrics] DIE HEIGHT: approximately 80 um
[metrics] number of antenna violations at the first check in global routing: 0
[metrics] cell count listed in synth_stat.txt: 112
[metrics] largest net degree at the start of global routing: 22
[metrics] via total after detailed routing: roughly 1200
[metrics] Fmax: ~0.33 GHz
[metrics] unique cell type count in the Yosys netlist: 37
[metrics] number of violations reported at the end of detailed-routing iteration 0: roughly 110
[metrics] endpoint kind of the worst setup timing path: primary output
[metrics] Wirelength per Cell: between 10 and 15 um
[metrics] overall die area: about 6400 sq um
[metrics] Static Leak: 0.6480 nW
[metrics] Ports: around 69
[metrics] vias per cell: between 4 and 5
[metrics] run status: finished clean
[metrics] most numerous logic cell after layout: sky130_fd_sc_hd__clkdlybuf4s50_1
[metrics] area growth from synthesis to final layout: 123.3%
[metrics] cell area after placement: between 1500 and 2000 sq um
[metrics] Clk network pwr share: 0
[metrics] tool warnings: 34
[metrics] gr usage total: 0.1074
[metrics] number of cells produced by synthesis: about 110
[metrics] area inside the core boundary: about 3400 sq um
[metrics] setup repair after global routing missed its margin: no
[metrics] fraction of layout instances using a drive strength above 1: 0.1865
[metrics] wire length of the first global-routing pass: 5.761 mm
[metrics] Worst EP arrival: 2.37 ns
[metrics] Startpoint Class: input port
[metrics] post-detailed-placement half-perimeter wirelength: around 2.9 mm
[metrics] final setup violation count: 0
[metrics] fin cells: roughly 240
[metrics] Seq pwr share: 0
[metrics] via count of the first global-routing pass: approximately 1300
[metrics] number of rows in the core area: 21
[metrics] Final Hold Fails: 0
[metrics] global route total overflow: 0
[metrics] final wirelength: 3.518 mm
[metrics] ant diodes: 0
[metrics] overall power after layout: ~200 uW
[metrics] power density over the cells: roughly 120 nW/um^2
[metrics] post-route cell area: roughly 1600 sq um
==> cells by family after synthesis <==
logic type / count (synthesis) / share of synthesized area
buffers and inverters: 15 / 0.09949
AOI/OAI and AO/OA: 38 / 0.3808
muxes: 11 / 0.1595
and+or+nand+nor: 48 / 0.3602
==> power groups by stage <==
stage     combinational [mW]  clock, mW  sequential (mW)
6_report               0.200          0                0
5_1_grt                0.218          0                0
4_1_cts                0.200          0                0
==> path summary, 6_finish.rpt <==
path,depth (start not counted),to,start
max,7,out[0],inp5[0]
min,6,out[0],sel[4]
==> synth_stat cells (2+ instances only) <==
master	instances	area share
sky130_fd_sc_hd__a22oi_1	2	0.021
sky130_fd_sc_hd__o31ai_1	2	0.021
sky130_fd_sc_hd__a31oi_1	8	0.069
sky130_fd_sc_hd__nor2_1	11	0.057
sky130_fd_sc_hd__o2bb2ai_1	2	0.024
sky130_fd_sc_hd__inv_1	3	0.015
sky130_fd_sc_hd__clkbuf_1	6	0.031
sky130_fd_sc_hd__nand4_1	2	0.017
sky130_fd_sc_hd__a21oi_1	3	0.021
sky130_fd_sc_hd__mux2i_1	6	0.082
sky130_fd_sc_hd__nand3_1	4	0.027
sky130_fd_sc_hd__o22ai_1	2	0.017
sky130_fd_sc_hd__a22o_1	3	0.036
sky130_fd_sc_hd__nor2b_1	4	0.034
sky130_fd_sc_hd__and3_1	2	0.017
sky130_fd_sc_hd__a311o_1	2	0.027
sky130_fd_sc_hd__nand2_1	11	0.057
sky130_fd_sc_hd__nand3b_1	6	0.062
sky130_fd_sc_hd__buf_2	4	0.027
sky130_fd_sc_hd__nor3b_1	2	0.021
sky130_fd_sc_hd__and4_1	2	0.024
sky130_fd_sc_hd__a32oi_1	2	0.024
sky130_fd_sc_hd__mux2_2	5	0.077
sky130_fd_sc_hd__o21ai_0	5	0.034
==> layout make-up <==
type	count	area, sq um
fillers	329	1787
inverters	3	11.26
multi-input cells	97	670.6
well taps	46	57.56
repair buffers	93	889.6
==> critical path: stages <==
cell	delay (ns)
sky130_fd_sc_hd__clkdlybuf4s50_1	0.40
sky130_fd_sc_hd__mux2_2	0.26
sky130_fd_sc_hd__a22o_1	0.23
sky130_fd_sc_hd__nand3_1	0.07
sky130_fd_sc_hd__a31oi_1	0.08
sky130_fd_sc_hd__or4_1	0.52
sky130_fd_sc_hd__clkdlybuf4s15_1	0.19
==> per-layer routing <==
layer,track usage,up-vias,part of all wire
met1,0.1424,502,0.45
li1,-,609,-
met2,0.1766,44,0.46
met5,0,-,0
met4,0.001761,0,0.00057
met3,0.03182,2,0.087
==> timing repair <==
| item | CTS | global route |
|---|---|---|
| gates resized | 18 | 4 |
| setup buffers | 3 | 0 |
| setup endpoints to repair | 2 | 2 |
| pin swaps | 7 | 3 |
| cloned | 1 | 0 |
Power figures rest on the tool's default switching activity, not on a simulated workload.
